$ cat design/flow/constraint.sdc
current_design Regfile

set clk_period 11.0
set clk_io_pct 0.2

create_clock -name clk0 -period $clk_period [get_ports {clk}]

set non_clock_inputs [all_inputs -no_clocks]
set_input_delay [expr $clk_period * $clk_io_pct] -clock clk0 $non_clock_inputs
set_output_delay [expr $clk_period * $clk_io_pct] -clock clk0 [all_outputs]
$ cat design/flow/run.sh
#!/bin/bash
# OpenROAD 26Q1-2900-gdf79404cd8, Yosys 0.63+post, stock flow scripts
make -C /OpenROAD-flow-scripts/flow DESIGN_CONFIG=/design/flow/config.mk WORK_HOME=/design/flow/orfs finish
$ cat design/flow/design.v
module Regfile ( clk, 
				 rst,
				 Read_addr_1,
				 Read_addr_2,
				 Read_data_1,
                 Read_data_2,
				 RegWrite,
				 Write_addr,
				 Write_data);
	parameter bit_size = 32;
	input  clk, rst;
	input  [4:0] Read_addr_1;
	input  [4:0] Read_addr_2;
	output [bit_size-1:0] Read_data_1;
	output [bit_size-1:0] Read_data_2;
	input  RegWrite;
	input  [4:0] Write_addr;
	input  [bit_size-1:0] Write_data;
	reg [bit_size-1:0] Reg_Data [0:31];
	assign Read_data_1 = Reg_Data[Read_addr_1];
	assign Read_data_2 = Reg_Data[Read_addr_2];
	integer i;
	always @(posedge clk or posedge rst) begin
		if (rst)
			for (i = 0; i < 32; i = i + 1)
				Reg_Data[i] <= 0;
		else if (RegWrite && Write_addr != 0)
			Reg_Data[Write_addr] <= Write_data;
    end
endmodule
$ cat design/flow/config.mk
export PLATFORM = sky130hd
export DESIGN_NAME = Regfile
export DESIGN_NICKNAME = Regfile
export VERILOG_FILES = /design/flow/design.v
export SDC_FILE = /design/flow/constraint.sdc
export NUM_CORES = 4
export LEC_CHECK = 1
export CORE_UTILIZATION = 50
==> flow_summary.ini <==
; synthesis and place-and-route metrics
[cells_and_area]
drive_gt1_share_pct = 34.0
largest_register_ffs = 1024
reg_top3 = Reg_Data (1024)
most-common-layout-cells = dfrtp_1, mux2_2, a22oi_1
layout_top_cell = dfrtp_1
syn2layout_area_growth_pct = 13.6
top_register = Reg_Data
fillerInstances = 8452

[synth]
ys_cells = 4394
synth-edff-count = 0
netlist_area_mm2 = 0.0513
ys_seq_share_pct = 49.9
synthDistinctLibCells = 66
yosys_area_mm2 = 0.0513
ys.flop_type = dfrtp_1
ys_warn_count = 2
synth_cells = 4394
syn_area_per_cell_um2 = 11.7
async_flop_share_pct = 100
synth-seq-cells = 1024

[placement]
io_buffers = 113
finalWeightedCongestion = 1.08
dp_worst_setup_slack_ps = 2400
dp_hpwl_um = 163000

[sta]
relSlewSlack_pct = 18.7
setup_violations = 0
fmax_ghz = 0.111
slew_violations = 0
fin_crit_sh_pct = 82.0
fin_crit_ps = 9020
hold_viol = 0
fin_ws_ps = 1980
skew_ps = 0
rsz0062_at_grt = no
tightest_slew_ps = 1210

[worst_setup_path]
crit_fanout = 44
critPathBufInv = 4
path_class = in2out
crit_slowest_cell = nor2_4
crit_top_cell = buf_4
critPathLaunchType = input port
rr_startpoint = Reg_Data[6][26]$_DFFE_PP0P_
arrival_ps = 6820
cpPeakStageDelay_ps = 1090
reg2reg_setup_slack_ps = 10070
required_ps = 8800
crit_family = buffers and inverters
cp-startpoint = Read_addr_2[0]
r2r-end = Reg_Data[6][26]$_DFFE_PP0P_
reg2reg_depth = 1
worstPathCellList = buf_2 > buf_4 > nand3b_1 > nor2_4 > buf_4 > a221oi_1 > a31oi_1 > clkdlybuf4s50_1
crit_path_end_kind = output pin

[cts]
cts_tree = yes
clk-insertion-delay-late_ps = 710
cts_buffers = 111
cts_max_path_buffers = 3
cts_hold_buf = 0
cts.sinks = 1024
ctsResizeCount = 0
htreeDepth = 3
clk_pin_slew_ps = 60
root_buffer = clkbuf_16
postCtsSetupRepairBufs = 0

[global_routing]
antenna_found_initial = 16
grt_overflow_total = 0
grt_usage_pct = 54.7
grt_pass1_wl_um = 366000
grt_pass1_vias = 43700
grt_max_degree = 112

[pwr]
power.leakage_nw = 25.5
irDropWorstVdd_uv = 135
cellPowerDensity_mw_per_mm2 = 186
finalPower_mw = 10.9

[die]
core_mm2 = 0.102
num_rows = 117
die.size.y_um = 322
fp.dieW_um = 322
initial_core_util_pct = 50.5
ios = 114
dieArea_mm2 = 0.104

[route]
routed_wl_um = 269000
ant_nets = 0
drt-pass1-iter-count = 12
wire_per_inst_um = 46.0
vias = 44800
drt_iter0_markers = 5462
avgViaCountPerCell = 7.66
post-route-drc-count = 0

[status]
outcome = finished, final reports clean

[job]
cap_viol_max_count = 0
tool_warnings = 43

[hold_path]
hold_depth = 0
holdCritPathClass = reg2reg
min_to = Reg_Data[0][22]$_DFFE_PP0P_
min_from = Reg_Data[0][22]$_DFFE_PP0P_
-- cell families (layout without fill, tap and decap cells) --
group / after synthesis / count (layout) / share of synthesized area (%)
multiplexers: 1052 / 1052 / 23.0
other: 0 / 15 / 0
AND-OR/OR-AND: 1077 / 1077 / 15.6
AND/OR/NAND/NOR: 778 / 778 / 7.42
buffers and inverters: 463 / 543 / 4.06
flip-flops: 1024 / 1024 / 49.9
-- cell usage after synthesis, types with 18 or more instances --
cell type | n | share of area, %
dfrtp_1 | 1024 | 50
mux2_2 | 996 | 22
a22oi_1 | 751 | 11
nand2_1 | 252 | 1.8
clkbuf_1 | 195 | 1.4
buf_2 | 188 | 1.8
nor2_1 | 155 | 1.1
nand4_1 | 101 | 1.2
a21oi_1 | 84 | 0.82
nor3_1 | 55 | 0.54
nand3_1 | 52 | 0.51
buf_1 | 48 | 0.35
mux2i_1 | 45 | 0.88
a22o_1 | 35 | 0.60
nor4_1 | 35 | 0.43
o21ai_0 | 30 | 0.29
a221oi_1 | 26 | 0.44
a222oi_1 | 22 | 0.43
a31oi_1 | 21 | 0.26
nand2b_1 | 21 | 0.26
buf_4 | 20 | 0.29
nor2_2 | 18 | 0.22
-- worst max-delay path by stage --
stage	cells past startpoint	slack, ps	end
finish	8	1980	Read_data_2[31]
global route	10	2190	Read_data_2[31]
CTS	8	2380	Read_data_2[31]
-- stage by stage --
stage                     hold slack [ps]  cells  util [%]  cell area [µm²]  TNS [ps]
after floorplan                       451   4394         -            51400  -5441470
after global placement                388   5635      53.4            54300         0
after detailed placement              391   5635      53.4            54300         0
after CTS                             405   5842      57.3            58300         0
after global routing                  413   5844      57.3            58300         0
final                                 401   5857      57.4            58400         0
-- metal layers --
layer / part of all wire (%) / vias to the layer above / routed length (µm) / GRT usage [%]
li1: - / 16800 / - / -
met1: 35 / 22500 / 94200 / 70.3
met2: 39 / 4160 / 104000 / 68.8
met3: 18 / 1344 / 48100 / 36.1
met4: 8.1 / 44 / 21800 / 32.6
met5: 0.32 / - / 857 / 3.70
-- power breakdown --
group | internal (mW) | switching (mW)
sequential | 4.47 | 0.739
combinational | 0.803 | 0.738
clock | 2.45 | 1.65
-- cell type report --
cell class                 count  area [µm²]  share of cell area [%]
multi-input combinational   2907       24200                    41.5
timing repair buffer         329        2770                    4.74
sequential                  1024       25600                    43.9
inverter                       7        30.0                  0.0515
tap                         1368        1710                    2.93
clock inverter                49         693                    1.19
clock buffer                 158        3290                    5.63
antenna                       15        37.5                  0.0643
Power figures rest on the tool's default switching activity, not on a simulated workload.
